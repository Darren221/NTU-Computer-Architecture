==> /design/flow/config.mk <==
export PLATFORM = sky130hd
export DESIGN_NAME = RISCV
export DESIGN_NICKNAME = RISCV
export VERILOG_FILES = /design/flow/design.v
export SDC_FILE = /design/flow/constraint.sdc
export NUM_CORES = 4
export LEC_CHECK = 1
export CORE_UTILIZATION = 40
==> /design/flow/constraint.sdc <==
current_design RISCV

set clk_period 28.8
set clk_io_pct 0.2

create_clock -name clk0 -period $clk_period [get_ports {clk}]

set non_clock_inputs [all_inputs -no_clocks]
set_input_delay [expr $clk_period * $clk_io_pct] -clock clk0 $non_clock_inputs
set_output_delay [expr $clk_period * $clk_io_pct] -clock clk0 [all_outputs]
==> /design/flow/design.v <==
module RISCV(clk,
            rst_n,
            mem_wen_D,
            mem_addr_D,
            mem_wdata_D,
            mem_rdata_D,
            mem_addr_I,
            mem_rdata_I
    );
    input             clk, rst_n ;
    output reg        mem_wen_D  ;   
    output reg [29:0] mem_addr_D ;   
    output reg [63:0] mem_wdata_D;   
    input      [63:0] mem_rdata_D;   
    output reg [29:0] mem_addr_I ;   
    input      [31:0] mem_rdata_I;   
    reg    [31:0] Instruction;
    reg    [63:0] Memory_read;
    reg    [31:0] PC_nxt;
    reg    [31:0] PC;
    reg    [63:0] Write_data_nxt;
    reg           RegWrite;
    reg    [63:0] Read_data_1;
    reg    [63:0] Read_data_2;
    wire    [63:0] Read_data_1_wire;
    wire    [63:0] Read_data_2_wire;
    reg    [3:0]  Aluop;
    reg           Alusrc1;
	reg    [1:0]  Alusrc2;
    reg    [63:0] Imm_gen;
    reg    [63:0] Alu_result;
    reg           Memwrite;
    reg    [1:0]  Memtoreg;
    reg           Branch;
    reg           Jal;
    reg           Jalr;
	reg        [4:0]  opcode;
	reg [4:0] signal;
    always@(*)
    begin
		Memory_read={mem_rdata_D[7:0],mem_rdata_D[15:8],mem_rdata_D[23:16],mem_rdata_D[31:24],mem_rdata_D[39:32],mem_rdata_D[47:40],mem_rdata_D[55:48],mem_rdata_D[63:56]};
        Instruction={mem_rdata_I[7:0],mem_rdata_I[15:8],mem_rdata_I[23:16],mem_rdata_I[31:24]};
        mem_addr_I=PC[31:2];
        mem_wen_D=Memwrite;
        mem_addr_D=Alu_result[31:2];
		mem_wdata_D={Read_data_2[7:0],Read_data_2[15:8],Read_data_2[23:16],Read_data_2[31:24],Read_data_2[39:32],Read_data_2[47:40],Read_data_2[55:48],Read_data_2[63:56]};
        Read_data_1=Read_data_1_wire;
        Read_data_2=Read_data_2_wire;
		opcode=Instruction[6:2];
    end
    always@(posedge clk)
    begin
        if(!rst_n)
            PC<=0;
        else
            PC<=PC_nxt;
    end     
    register r(.Clk(clk),
               .rst_n(rst_n),
               .Read_register_1(Instruction[19:15]),
               .Read_register_2(Instruction[24:20]),
               .Write_reg(Instruction[11:7]),
               .Write_data(Write_data_nxt),
               .RegWrite(RegWrite),
               .Read_data_1(Read_data_1_wire),
               .Read_data_2(Read_data_2_wire)
    );
    reg                 carry;
	reg          [63:0] input1;
    reg          [63:0] input2;
    reg          [63:0] sub_result;
	reg                 zero;
    always@(*)
    begin
		if(Alusrc1)
		begin
			input1={32'd0,PC};
		end
		else
		begin
			input1=Read_data_1;
		end
		case(Alusrc2)
			0:input2=Read_data_2;
			1:input2=Imm_gen;
			2:input2=64'd4;
			default:input2=Read_data_2;
		endcase
        Alu_result=63'd0;
		zero=0;
        {carry, sub_result}=$signed(input1)-$signed(input2);   
        case(Aluop)
            0:{carry,Alu_result}=$signed(input1)+$signed(input2);
            1: Alu_result=sub_result;
            2: Alu_result=input1&input2;
            3: Alu_result=input1|input2;
            4: Alu_result=input1^input2;
            5: Alu_result=input1<<input2;
            6: Alu_result=$signed(input1)>>>$signed(input2);
            7: Alu_result=input1>>input2;
            8: Alu_result=sub_result[63];
            default:Alu_result=64'd0;
         endcase
		if(signal[0])
		begin
			if(sub_result==0)
				zero=0;
			else
				zero=1;
		end
        else
		begin
			if(sub_result==0)
				zero=1;
			else
				zero=0;
        end
    end
    always@(*)
    begin
        Write_data_nxt=64'd0;
        case(Memtoreg)
            0:Write_data_nxt=Alu_result;
            1:Write_data_nxt=Memory_read;
            default:Write_data_nxt=64'd0;
        endcase  
    end    
	parameter sig_jal=5'd0;
	parameter sig_jalr=5'd1;
	parameter sig_beq=5'd2;
	parameter sig_bne=5'd3;
	parameter sig_ld=5'd4;
	parameter sig_sd=5'd5;
	parameter sig_addi=5'd6;
	parameter sig_slti=5'd7;
	parameter sig_xori=5'd8;
	parameter sig_ori=5'd9;
	parameter sig_andi=5'd10;
	parameter sig_slli=5'd11;
	parameter sig_srli=5'd12;
	parameter sig_srai=5'd13;
	parameter sig_add=5'd14;
	parameter sig_sub=5'd15;
	parameter sig_sll=5'd16; 
	parameter sig_slt=5'd17;
	parameter sig_xor=5'd18;
	parameter sig_srl=5'd19; 
	parameter sig_sra=5'd20; 
	parameter sig_or=5'd21;
	parameter sig_and=5'd22;
	parameter sig_wrong=5'd31;
	always@(*)
	begin
		if(opcode==5'b01100) 
		begin
			if(Instruction[30])
			begin
				if(Instruction[12])
				begin
					signal=sig_sra;
                    Jal=0;
                    Jalr=0;
                    Branch=0;
                    Memwrite=0;
                    Memtoreg=0;
                    RegWrite=1;
                    Alusrc1=0;
                    Alusrc2=0;
                    Aluop=4'd6;				
				end
				else
				begin
					signal=sig_sub;
                    Jal=0;
                    Jalr=0;
                    Branch=0;
                    Memwrite=0;
                    Memtoreg=0;
                    RegWrite=1;
                    Alusrc1=0;
                    Alusrc2=0;
                    Aluop=4'd1;	
				end
			end
			else
			begin
				case(Instruction[14:12])
					3'b000:
                    begin
                    signal=sig_add;
                        Jal=0;
                        Jalr=0;
                        Branch=0;
                        Memwrite=0;
                        Memtoreg=0;
                        RegWrite=1;
                        Alusrc1=0;
                        Alusrc2=0;
                        Aluop=4'd0;	
                    end
					3'b001: 
                    begin
                        signal=sig_sll;
                        Jal=0;
                        Jalr=0;
                        Branch=0;
                        Memwrite=0;
                        Memtoreg=0;
                        RegWrite=1;
                        Alusrc1=0;
                        Alusrc2=0;
                        Aluop=4'd5;				
                    end
					3'b010: 
                    begin
                        signal=sig_slt;
                        Jal=0;
                        Jalr=0;
                        Branch=0;
                        Memwrite=0;
                        Memtoreg=0;
                        RegWrite=1;
                        Alusrc1=0;
                        Alusrc2=0;
                        Aluop=4'd8;				
                    end	
					3'b100: 
                    begin
                        signal=sig_xor;
                        Jal=0;
                        Jalr=0;
                        Branch=0;
                        Memwrite=0;
                        Memtoreg=0;
                        RegWrite=1;
                        Alusrc1=0;
                        Alusrc2=0;
                        Aluop=4'd4;				
                    end	
					3'b101: 
                    begin
                        signal=sig_srl;
                        Jal=0;
                        Jalr=0;
                        Branch=0;
                        Memwrite=0;
                        Memtoreg=0;
                        RegWrite=1;
                        Alusrc1=0;
                        Alusrc2=0;
                        Aluop=4'd7;			
                    end
					3'b110: 
                    begin
                        signal=sig_or;
                        Jal=0;
                        Jalr=0;
                        Branch=0;
                        Memwrite=0;
                        Memtoreg=0;
                        RegWrite=1;
                        Alusrc1=0;
                        Alusrc2=0;
                        Aluop=4'd3;				
                    end
					3'b111: 
                    begin
                        signal=sig_and;
                        Jal=0;
                        Jalr=0;
                        Branch=0;
                        Memwrite=0;
                        Memtoreg=0;
                        RegWrite=1;
                        Alusrc1=0;
                        Alusrc2=0;
                        Aluop=4'd2;				
                    end
					default: 
                    begin
                        signal=sig_wrong;
                        Jal=0;
                        Jalr=0;
                        Branch=0;
                        Memwrite=0;
                        Memtoreg=0;
                        RegWrite=0;
                        Alusrc1=0;
                        Alusrc2=0;
                        Aluop=4'd0;
                    end
				endcase
			end
		end
		else if(opcode==5'b00100)
		begin
			case(Instruction[14:12])
				3'b000: 
                begin
                    signal=sig_addi;
                    Jal=0;
                    Jalr=0;
                    Branch=0;
                    Memwrite=0;
                    Memtoreg=0;
                    RegWrite=1;
                    Alusrc1=0;
                    Alusrc2=1;
                    Aluop=4'd0;			
                end
				3'b001: 
                begin
                    signal=sig_slli;
                    Jal=0;
                    Jalr=0;
                    Branch=0;
                    Memwrite=0;
                    Memtoreg=0;
                    RegWrite=1;
                    Alusrc1=0;
                    Alusrc2=1;
                    Aluop=4'd5;				
                end
				3'b010: 
                begin
                    signal=sig_slti;
				Jal=0;
				Jalr=0;
				Branch=0;
				Memwrite=0;
				Memtoreg=0;
				RegWrite=1;
				Alusrc1=0;
				Alusrc2=1;
				Aluop=4'd8;			
			    end
				3'b100: 
                begin
                    signal=sig_xori;
				Jal=0;
				Jalr=0;
				Branch=0;
				Memwrite=0;
				Memtoreg=0;
				RegWrite=1;
				Alusrc1=0;
				Alusrc2=1;
				Aluop=4'd4;			
			    end
				3'b101:
				begin
					if(Instruction[30])
                        begin
                            signal=sig_srai;
                            Jal=0;
                            Jalr=0;
                            Branch=0;
                            Memwrite=0;
                            Memtoreg=0;
                            RegWrite=1;
                            Alusrc1=0;
                            Alusrc2=1;
                            Aluop=4'd6;			
                        end
					else
                        begin
                            signal=sig_srli;
                            Jal=0;
                            Jalr=0;
                            Branch=0;
                            Memwrite=0;
                            Memtoreg=0;
                            RegWrite=1;
                            Alusrc1=0;
                            Alusrc2=1;
                            Aluop=4'd7;			
                        end
				end
				3'b110: 
                begin
                    signal=sig_ori;
                    Jal=0;
                    Jalr=0;
                    Branch=0;
                    Memwrite=0;
                    Memtoreg=0;
                    RegWrite=1;
                    Alusrc1=0;
                    Alusrc2=1;
                    Aluop=4'd3;			
                end
				3'b111: 
                begin
                    signal=sig_andi;
                    Jal=0;
                    Jalr=0;
                    Branch=0;
                    Memwrite=0;
                    Memtoreg=0;
                    RegWrite=1;
                    Alusrc1=0;
                    Alusrc2=1;
                    Aluop=4'd2;			
                end	
				default: 
                begin
                    signal=sig_wrong;
                    Jal=0;
                    Jalr=0;
                    Branch=0;
                    Memwrite=0;
                    Memtoreg=0;
                    RegWrite=0;
                    Alusrc1=0;
                    Alusrc2=0;
                    Aluop=4'd0;
                end
			endcase				
		end
		else if(opcode==5'b11000)
		begin
			if(Instruction[12])
			begin
                signal=sig_bne;
                Jal=0;
				Jalr=0;
				Branch=1;
				Memwrite=0;
				Memtoreg=0;
				RegWrite=0;
				Alusrc1=0;
				Alusrc2=0;
				Aluop=4'd0;	
			end
			else
			begin
                signal=sig_beq;
                Jal=0;
				Jalr=0;
				Branch=1;
				Memwrite=0;
				Memtoreg=0;
				RegWrite=0;
				Alusrc1=0;
				Alusrc2=0;
				Aluop=4'd0;	
			end
		end
		else if(opcode==5'b00000)
		begin
            signal=sig_ld;
            Jal=0;
            Jalr=0;
            Branch=0;
            Memwrite=0;
            Memtoreg=1;
            RegWrite=1;
            Alusrc1=0;
            Alusrc2=1;
            Aluop=4'd0;	
		end	
		else if(opcode==5'b01000)
		begin
            signal=sig_sd;
            Jal=0;
				Jalr=0;
				Branch=0;
				Memwrite=1;
				Memtoreg=0;
				RegWrite=0;
				Alusrc1=0;
				Alusrc2=1;
				Aluop=4'd0;	
		end
		else if(opcode==5'b11011)
		begin
            signal=sig_jal;
            Jal=1;
				Jalr=0;
				Branch=0;
				Memwrite=0;
				Memtoreg=0;
				RegWrite=1;
				Alusrc1=1;
				Alusrc2=2;
				Aluop=4'd0;	
		end
		else if(opcode==5'b11001)
		begin
            signal=sig_jalr;
            Jal=0;
				Jalr=1;
				Branch=0;
				Memwrite=0;
				Memtoreg=0;
				RegWrite=1;
				Alusrc1=1;
				Alusrc2=2;
				Aluop=4'd0;	
		end
		else
		begin
            signal=sig_wrong;
            Jal=0;
				Jalr=0;
				Branch=0;
				Memwrite=0;
				Memtoreg=0;
				RegWrite=0;
				Alusrc1=0;
				Alusrc2=0;
				Aluop=4'd0;
		end
	end
    always@(*)
    begin
        if(opcode==5'b00000||opcode==5'b11001||opcode==5'b00100)
        begin
			if(Aluop==6)
			begin
				Imm_gen={ 59'd0,Instruction[24:20] };
			end
			else
			begin
				Imm_gen={ {53{ Instruction[31]}},Instruction[30:25],Instruction[24:21],Instruction[20]};
			end
        end
        else if(opcode==5'b01000)
        begin
            Imm_gen={ {53{Instruction[31]}},Instruction[30:25],Instruction[11:8],Instruction[7]};
        end
        else if(opcode==5'b11000)
        begin
            Imm_gen={ {52{Instruction[31]}} ,Instruction[7],Instruction[30:25],Instruction[11:8],1'b0};
        end    
        else if(opcode==5'b11011)
        begin
            Imm_gen={ {44{Instruction[31]}} ,Instruction[19:12],Instruction[20],Instruction[30:25],Instruction[24:21],1'b0};
        end
        else 
        begin
            Imm_gen=64'd0;
        end          
    end 
    always@(*)
    begin
        PC_nxt=32'd0;
        if(Jalr)
        begin
            PC_nxt=Read_data_1+Imm_gen;
        end
        else
        begin
            if(((Branch&& zero )||Jal))
                PC_nxt=PC+Imm_gen;
            else
                PC_nxt=PC+4;
        end
    end
endmodule
module register(Clk,
                rst_n,
                Read_register_1,
                Read_register_2,
                Write_reg,
                Write_data,
                RegWrite,
                Read_data_1,
                Read_data_2
    );
    input        Clk;
    input        rst_n;
    input [4:0]  Read_register_1;
    input [4:0]  Read_register_2;
    input [4:0]  Write_reg;
    input [63:0] Write_data;
    input        RegWrite;
    output reg [63:0]  Read_data_1;
    output reg [63:0]  Read_data_2;
    reg   [63:0] r [0:31] ;
    reg   [63:0] r_nxt [0:31] ;
    integer i; 
    always@(*)
    begin
        r[0]=63'd0;
        Read_data_1=r[Read_register_1];
        Read_data_2=r[Read_register_2];
        for(i=1;i<32;i=i+1)
        begin
            if(Write_reg==i && RegWrite)
            begin
                r_nxt[i]=Write_data;
            end
            else
            begin
                r_nxt[i]=r[i];
            end
        end
    end
    always@(posedge Clk )
    begin
        if(!rst_n)
        begin
            for(i=1;i<32;i=i+1)
            begin
                r[i]<=63'd0;
            end
        end
        else
        begin
            for(i=1;i<32;i=i+1)
            begin
                r[i]<=r_nxt[i];
            end
        end
    end
endmodule
==> /design/flow/run.sh <==
#!/bin/bash
# OpenROAD 26Q1-2900-gdf79404cd8, Yosys 0.63+post, stock flow scripts
make -C /OpenROAD-flow-scripts/flow DESIGN_CONFIG=/design/flow/config.mk WORK_HOME=/design/flow/orfs finish
==> GITHUB_STEP_SUMMARY <==
### Flow metrics

| Metric | Value |
|---|---|
| Clock Skews | between 0.1 and 0.15 ns |
| Iteration tally of the first detailed-router pass | 13 |
| Synth unique cells | 119 |
| YS chip area | 0.1209 mm2 |
| Top cells by area | dfxtp_1 (33%), nand3_1 (11%), a22oi_1 (7.2%), o21ai_0 (6.0%), clkbuf_1 (4.1%) |
| Worst VDD drop | ~0.052 mV |
| Max-cap violation count | 0 |
| Final Max Tran Viols | 0 |
| Global-route wire length before repair | between 1000000 and 1500000 um |
| DP Worst Slack | approximately 7.1 ns |
| Wirelength per Cell | about 43 um |
| Layout cells sized above 1 | under 10% |
| DRT iter0 DRCs | 24.46k |
| Min Clock Period, post-route | roughly 23 ns |
| Unrepaired setup endpoints after global routing | false |
| GRT Resource Usage Total | a little under three fifths |
| Grt ovf | 0 |
| Synth async-reset ratio | 0% |
| Ys flop type | dfxtp_1 |
| Power per cell area | between 40 and 50 mW/mm2 |
| Vias in the first global route | 131.3k |
| Number of fill cells | between 30k and 40k |
| Post-CTS sizing | 0 |
| Largest area contributor in the netlist | dfxtp_1 |
| ANT nets after route | 5 |
| Rel. slew slack | around 21% |
| Hold path depth | 2 |
| Setup bufs post-CTS | 0 |
| Worst setup EP type | primary output |
| H-tree depth | 4 |
| Setup TNS | 0 ns |
| # hold bufs at CTS | 0 |
| IO Count | 223 |
| Hold Vio Cnt, Final | 0 |
| P_leak | about 52 nW |
| Avg Cell Area, Syn | 7.623 um2 |
| Hold Path Class | reg -> reg |
| Clk Latency, worst-skew pair | 0.99 ns |
| Synthesized netlist cell count | around 16k |
| Top-count cell post-synth | nand3_1 |
| Crit share post-route | about four fifths |
| Die span in x | 551.8 um |
| Initial antenna violation count | ~140 |
| Drc violations | 0 |
| Total CTS buffers | between 200 and 250 |
| Core region area | around 0.3 mm2 |
| Setup Viol. Count Final | 0 |
| Failing checks | antenna rules |
| Routed vias/inst | 7.479 |
| EDFF count, synth | 0 |
| Routability-driven placement congestion ratio | 1.092 |
| Critical Path AT | 16.97 ns |
| Worst-path fanout max | 35 |
| Reg clk slew, reported paths | 0.06 ns |
| DP Wirelength | around 550000 um |
| Synthesized area | roughly 0.12 mm2 |
| Yosys cell count | 15.86k |
| Outcome | complete, but fails checks |
| Synthesized registers | 2016 |
| CTS root buf | clkbuf_16 |
| Setup Crit Path Kind | in -> out |
| CTS tree | yes |
| R2R cell count | 25 |
| Syn-to-layout area delta | 12.57% |
| Startpoint Class | input pin |
| Core Rows | 201 |
| Number of port buffers | 220 |
| Top cells by count | nand3_1 (2537), dfxtp_1 (2016), o21ai_0 (1452) |
| Sink Count | just over 2k |
| Die ar. | 0.3045 mm2 |
| Final WS setup | around 6 ns |
| CP Data Required Time | roughly 23 ns |
| Yosys warning total | 4 |
| Via count | 146.9k |
| Fmax | between 40 and 50 MHz |
| Slew at the pin closest to its max-slew limit | between 1 and 1.5 ns |
| Stage-log warning count | between 150 and 200 |
| Area leader share | between 30 and 40% |
| Seq/Total Area, Yosys | approximately 33% |
| Clk buf depth | 4 |
| Die Height | ~550 um |
| Largest net degree at the start of global routing | 147 |
| Initial core utilization | between 40% and 50% |
| Total Wirelength | 840700 um |
-- worst max-delay path, cell delays in order --
cell	delay, ns
clkdlybuf4s50_1	0.45
buf_4	0.50
nor2b_4	0.52
buf_4	0.66
buf_4	0.57
and2_4	0.44
buf_4	0.68
buf_4	0.61
a22oi_1	0.18
nand4_1	0.14
or3_1	0.82
a22oi_4	0.04
buf_4	0.35
ha_1	0.48
o21ai_0	0.25
o21ai_1	0.18
a2111oi_2	0.75
nor4b_1	0.13
a211o_1	0.42
a31oi_1	0.56
o21ai_0	0.27
a21oi_1	0.24
o21ai_0	0.09
nor2_1	0.15
o221ai_1	0.12
a21oi_1	0.60
o21ai_1	0.23
clkdlybuf4s50_1	0.47
-- where the power goes --
| group | leakage (nW) | switching [mW] | internal, mW | total [mW] |
|---|---|---|---|---|
| logic | 32.0 | 0.422 | 0.0915 | 0.513 |
| clock network | 3.85 | 1.35 | 1.78 | 3.13 |
| registers | 16.2 | 0.00473 | 2.79 | 2.79 |
| total | 52.1 | 1.77 | 4.66 | 6.43 |
-- routing by layer --
layer	global-route usage, %	part of all wire (%)
met4	42.47	10
met1	65.08	34
met5	10.08	0.52
met3	34.78	18
met2	69.84	37
-- through the flow --
| stage | hold WS (ns) | instances | area [um2] | utilization, % | power, mW |
|---|---|---|---|---|---|
| 2_1_floorplan | 0.4381 | 15860 | 120900 | - | 3.067 |
| 3_3_place_gp | 0.4520 | 19030 | 127800 | 42.56 | 3.323 |
| 3_5_place_dp | 0.4601 | 19030 | 127800 | 42.56 | 3.321 |
| 4_1_cts | 0.4678 | 19450 | 135600 | 45.16 | 6.355 |
| 5_1_grt | 0.4818 | 19510 | 135800 | 45.21 | 6.486 |
| 6_report | 0.4698 | 19640 | 136100 | 45.33 | 6.433 |
-- path summary, 6_finish.rpt --
check                   end       startpoint  slack [ns]
min reg2reg      r.r[8][37]       r.r[8][37]        0.47
min              r.r[8][37]       r.r[8][37]        0.47
max reg2reg          PC[18]       r.r[10][2]       18.77
max          mem_addr_D[26]  mem_rdata_I[12]        6.07
-- cells by family (layout without fill, tap and decap cells) --
family,count (synthesis),count (layout),share of synthesized area (%)
buf+inv,1994,1621,6.842
compound gates,5041,5041,27.80
flops,2016,2016,33.38
simple gates,6076,6076,25.26
other cells,0,197,0
fa+ha+maj,269,269,2.808
mux,312,312,2.795
xor+xnor,154,154,1.115
-- state kept, by name, summed over array words and instances (netlist names) --
name / cells
PC: 32
r.r: 1984
-- final cells by class --
type,count,area [um2],area share [%]
clock buffer,321,6626,4.868
sequential,2016,40360,29.65
antenna,197,493.0,0.3622
clock inverter,97,1184,0.8696
inverter,230,878.3,0.6453
multi-input combinational,11850,73620,54.09
tap,3958,4952,3.638
timing repair buffer,973,8000,5.878
-- cells in the final DEF, fill, tap and decap left out, types with 151 or more instances in the layout --
cell             Yosys  layout
mux2i_1            271     263
diode_2              0     197
clkdlybuf4s50_1      0     214
nor2_1             724     673
and3_1             657     654
ha_1               265     264
buf_4               54     742
inv_1              219     219
nand2_1           1064    1031
o31ai_1            153     153
nand4_1            331     331
a21oi_1            627     619
nand3_1           2537    2537
dfxtp_1           2016    2016
a22oi_1           1163    1162
nor3_1             161     151
o221ai_1           176     163
clkbuf_16            0     229
o21ai_0           1452    1445
o21ai_1            209     207
a2111oi_0          185     185
No activity file was given, so power comes from the tool's default toggle rates.
